==> flow/run.sh <==
#!/bin/bash
# OpenROAD 26Q1-2900-gdf79404cd8, Yosys 0.63+post, stock flow scripts
make -C /OpenROAD-flow-scripts/flow DESIGN_CONFIG=/design/flow/config.mk WORK_HOME=/design/flow/orfs finish
==> flow/config.mk <==
export PLATFORM = sky130hd
export DESIGN_NAME = top
export DESIGN_NICKNAME = top
export VERILOG_FILES = /design/flow/design.v
export SDC_FILE = /design/flow/constraint.sdc
export NUM_CORES = 4
export LEC_CHECK = 1
export CORE_UTILIZATION = 30
==> flow/constraint.sdc <==
current_design top

set clk_period 5.4
set clk_io_pct 0.2

create_clock -name clk0 -period $clk_period [get_ports {clk}]

set non_clock_inputs [all_inputs -no_clocks]
set_input_delay [expr $clk_period * $clk_io_pct] -clock clk0 $non_clock_inputs
set_output_delay [expr $clk_period * $clk_io_pct] -clock clk0 [all_outputs]
==> flow/design.v <==
module f1_fsm (
    input logic clk,
    input logic rst,
    input logic en,
    output logic [7:0] data_out
);
    logic [7:0] out;
    typedef enum  {S0, S1, S2, S3, S4, S5, S6, S7, S8} my_state;
    my_state current_state, next_state;
    always_ff @(posedge clk, posedge rst)
        if (rst) current_state <= S0;
        else current_state <= next_state;
    always_comb
        case (current_state)
            S0: if (en) next_state = S1;
                else next_state = current_state;
            S1: if (en) next_state = S2;
                else next_state = current_state;
            S2: if (en) next_state = S3;
                else next_state = current_state;
            S3: if (en) next_state = S4;
                else next_state = current_state;
            S4: if (en) next_state = S5;
                else next_state = current_state;
            S5: if (en) next_state = S6;
                else next_state = current_state;
            S6: if (en) next_state = S7;
                else next_state = current_state;
            S7: if (en) next_state = S8;
                else next_state = current_state;
            S8: if (en) next_state = S0;
                else next_state = current_state;
            default: next_state = S0;
        endcase
    always_comb
        case (current_state)
            S0: out = 8'b0;
            S1: out = 8'b1;
            S2: out = 8'b11;
            S3: out = 8'b111;
            S4: out = 8'b1111;
            S5: out = 8'b11111;
            S6: out = 8'b111111;
            S7: out = 8'b1111111;
            S8: out = 8'b11111111;
            default: out = 8'b0;
        endcase
    assign data_out = out;
endmodule
module clktick #(
    parameter WIDTH = 16
)(
  input  logic             clk,       
  input  logic             rst,       
  input  logic             en,        
  input  logic [WIDTH-1:0] N,     	  
  output logic  		   tick       
);
logic [WIDTH-1:0] count;
always_ff @ (posedge clk)
    if (rst) begin
        tick <= 1'b0;
        count <= N;  
        end
    else if (en) begin
        if (count == 0) begin
            tick <= 1'b1;
            count <= N;
            end
        else begin
            tick <= 1'b0;
            count <= count - 1'b1;
            end
        end
endmodule
module top (
    input  logic        clk,
    input  logic        rst,
    input  logic        en,
    input  logic [15:0] N,
    output logic [7:0]  data_out    
);
    logic tick;
    clktick clkdiv (
        .clk(clk),
        .rst(rst),
        .en(en),
        .N(N),
        .tick(tick)
    );
    f1_fsm fsm (
        .clk(clk),
        .rst(rst),
        .en(tick),           
        .data_out(data_out)  
    );
endmodule
==> CHANGELOG.md <==
### Implementation results

* Sequential fraction of the synthesis area at 0.456
* Sequential Power Share at 0.561
* Count of port buffers added during placement at 26
* Top cell type's share of synthesized area at 0.365
* CTS Sinks at 21
* Kind of cell with the highest combined delay on the critical path: simple AND/OR/NAND/NOR gates
* Post-CTS Setup Bufs at 0
* Top FF cell, synth: sky130_fd_sc_hd__edfxtp_1
* Most numerous cell in the Yosys netlist: sky130_fd_sc_hd__nor2_1
* Ratio of routed vias to standard cells at approximately 4.9
* Synth area leader: sky130_fd_sc_hd__edfxtp_1
* Result of the run: completed
* Final Instance Count excl. Fillers at between 200 and 250
* Number of global-route vias before repair at 908
* Cts repair resizes at 0
* Register bit count reported by yosys at 21
* Beginning of the worst hold path: clkdiv.tick$_SDFFE_PP0P_
* DRC errors left at 0
* Cell breakdown of the critical path: nor2_1 -> nand3b_1 -> nand2_1 -> o21a_1 -> clkdlybuf4s50_1
* Sort of element at the start of the critical path: flip-flop
* Met2 demand-to-capacity share in global routing at 0.178
* Vias after detailed routing at roughly 1000
* Final min period at between 2 and 3 ns
* Core outline area at approximately 4100 sq um
* Global-route wire length before repair at slightly below 4 mm
* Share of total power in the clock network at 0.269
* Post-Synthesis Cell Area at around 1300 sq um
* Type of the setup path with the least slack: reg2out
* First-pass iteration count of the detailed router at 4
* GRT Overall Usage at 0.112
* Crit path required time at between 4 and 5 ns
* Clock Skew at roughly 0.0067 ns
* Top-level port count at 27
* Worst path arrival time at 1.79 ns
* Crit Path Max Fanout at 8
* Number of maximum-capacitance violations at 0
* Worst hold path type: reg2reg
* Hold_ws at approximately 0.55 ns
* Count of warning messages emitted by the tools at 26
* Final Setup Violations at 0
* Routed wire per std cell at roughly 12 microns
* Met1 routing resource usage after global routing at 0.157
* Initial antenna violation count at 0
* P_int at 0.000280 W
* Avg Inst Size Synth at between 10 and 15 sq um
* Chip area at ~4700 sq um
* Worst-margin pin slew at roughly 0.88 ns
* Post-placement cell count at approximately 200
* Fraction of the core area occupied by cells at floorplan at 0.320
* Violation count after the first detailed-route iteration at 38
* Dpl hpwl at between 1.5 and 2 mm
* Peak-usage layer in the global routing report: met2
* Synth Warn # at 2
* # hold bufs at CTS at 0
* Pre-CTS worst setup slack at 2.70 ns
* Count of flip-flops with a built-in enable after synthesis at 16
* Number of cells in the yosys synthesis report at approximately 130
* Ys async rst share at 0.190
* Launch instance of the worst register-to-register path: clkdiv.count[0]$_DFFE_PP_
* Cell with the largest stage delay on the worst path: sky130_fd_sc_hd__dfrtp_1
* Maximum level of the CTS H-tree at 1
* Number of distinct library cells after synthesis at 35
* Gp weighted congestion at a little over 0.8
* Die X-Extent at about 70 microns
* F_max at between 300 and 400 MHz
* Logic gate share of total power at 0.170
* Fraction of power spent switching nets at 0.250
* Row cnt at 23
* Static Leakage at ~0.57 nW
* Sum of negative setup slack at 0 ns
* Cell count after synthesis at ~130
* Antenna diodes at 0
* Worst Setup SP: fsm.current_state[1]$_DFFE_PP0P_
* Met3 track utilization from global routing at 0.0389
* Final setup margin at about 2.5 ns
* Pins over their slew limit at 0
* Total overflow reported by the global router at 0
* Layout overhead on the synthesized area at 25.6%
* Power Density at about 230 nW/um^2
* Cell chosen for the clock root: sky130_fd_sc_hd__clkbuf_8
* Final antenna-violating net count at 0
* TritonCTS clock tree: done
* Switch Pwr at 0.0000936 W
* Largest net degree at the start of global routing at 31
* Share of cells above drive strength 1 at 0.128
* Clock Tree Buf Depth at 2
* Top cells by area: sky130_fd_sc_hd__edfxtp_1, sky130_fd_sc_hd__dfrtp_1, sky130_fd_sc_hd__xor2_1
* Part of the cycle the worst path needs at 0.532
* Count of buffering cells on the critical path with inverters included at 1
* Wire length after detailed routing at ~2.4 mm
* Worst setup EP type: output port
* Slew margin rel. at 0.413
* Worst ir drop on vdd at approximately 0.11 mV
* Synth top cells by count: sky130_fd_sc_hd__nor2_1, sky130_fd_sc_hd__edfxtp_1, sky130_fd_sc_hd__xor2_1, sky130_fd_sc_hd__a21oi_2, sky130_fd_sc_hd__nand2_1
* Hold violation total from the final report at 0
* Unrepaired setup endpoints after global routing: no
* Die y size at between 60 and 70 microns
* Worst path max stage delay at between 0.4 and 0.5 ns
* YS chip area at 1320 sq um
* Worst-path clk slew at 0.07 ns
* Worst-Skew Late Latency at between 0.2 and 0.3 ns
* Number of buffers created by CTS at 3
final timing paths:
kind | endpoint | cells past startpoint | slack [ns]
worst max-delay path | data_out[5] | 5 | 2.53
worst min-delay path | fsm.current_state[3]$_DFFE_PP0P_ | 1 | 0.55
worst max register to register | clkdiv.count[12]$_DFFE_PP_ | 6 | 3.21
worst min register to register | fsm.current_state[3]$_DFFE_PP0P_ | 1 | 0.55
max in group asynchronous | fsm.current_state[1]$_DFFE_PP0P_ | 2 | 4.14
min in group asynchronous | fsm.current_state[3]$_DFFE_PP0P_ | 2 | 1.10
cell type report:
type	instances	area, sq um
sequential	21	601
multi-input combinational	98	657
inverter	6	22.5
tap	50	62.6
clock buffer	4	45.0
fill	401	2460
timing repair buffer	27	268
power by group through the flow:
stage / logic, W / registers, W / clock network, W
finish: 0.0000637 / 0.000210 / 0.000101
global route: 0.0000710 / 0.000212 / 0.000111
CTS: 0.0000649 / 0.000210 / 0.000104
registers in the layout, summed over array words and instances, names as in the netlist:
signal             cells
fsm.current_state      4
clkdiv.tick            1
clkdiv.count          16
logic make-up after synthesis:
| family | Yosys count | synth area share |
|---|---|---|
| buf+inv | 12 | 0.0456 |
| simple gates | 54 | 0.220 |
| fa+ha+maj | 2 | 0.0190 |
| xor+xnor | 16 | 0.106 |
| mux | 3 | 0.0237 |
| compound gates | 23 | 0.129 |
| flops | 21 | 0.456 |
metrics by stage:
stage          total power, W   util  area (sq um)
6_report             0.000374  0.402          1660
5_1_grt              0.000394  0.402          1660
4_1_cts              0.000378  0.402          1660
3_5_place_dp         0.000277  0.391          1610
3_3_place_gp         0.000276  0.391          1610
2_1_floorplan        0.000252      -          1320
cell usage in the layout (no fill, tap or decap), types with 2 or more instances in the layout:
cell type / netlist / final
sky130_fd_sc_hd__inv_1: 6 / 6
sky130_fd_sc_hd__edfxtp_1: 16 / 16
sky130_fd_sc_hd__o21ai_0: 5 / 5
sky130_fd_sc_hd__or3_1: 2 / 2
sky130_fd_sc_hd__a21oi_1: 3 / 3
sky130_fd_sc_hd__nand2_1: 8 / 8
sky130_fd_sc_hd__clkdlybuf4s50_1: 0 / 26
sky130_fd_sc_hd__a21oi_2: 10 / 10
sky130_fd_sc_hd__xnor2_1: 5 / 5
sky130_fd_sc_hd__mux2i_1: 2 / 2
sky130_fd_sc_hd__a31oi_1: 2 / 2
sky130_fd_sc_hd__nand3b_1: 3 / 3
sky130_fd_sc_hd__dfrtp_1: 4 / 4
sky130_fd_sc_hd__nor2_1: 22 / 22
sky130_fd_sc_hd__xor2_1: 11 / 11
sky130_fd_sc_hd__nand4_1: 3 / 3
sky130_fd_sc_hd__nor3_1: 3 / 3
sky130_fd_sc_hd__clkbuf_8: 0 / 3
sky130_fd_sc_hd__nand3_1: 3 / 3
sky130_fd_sc_hd__ha_1: 2 / 2
per-layer routing:
layer,vias to the layer above,wire (microns)
met1,456,1200
li1,514,-
met3,2,200
met5,-,0
met4,0,10
met2,28,1020
Power and IR drop assume default switching activity.
